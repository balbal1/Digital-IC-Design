<file path="flow/design.v">
module ALU_TOP #(parameter width = 16)
(
    input wire [width-1:0] A, B,
    input wire [3:0] ALU_FUN,
    input wire CLK, RST,
    output wire [(width*2)-1:0] Arith_OUT,
    output wire [width-1:0] Logic_OUT, CMP_OUT,
    output wire [width:0] SHIFT_OUT,
    output wire Carry_OUT, Arith_Flag, Logic_Flag, CMP_Flag, SHIFT_Flag
);
    wire Arith_Enable, Logic_Enable, CMP_Enable, SHIFT_Enable;
    wire [1:0] ALU_FUN_Upper, ALU_FUN_Lower;
    assign ALU_FUN_Upper = ALU_FUN[3:2];
    assign ALU_FUN_Lower = ALU_FUN[1:0];
    Decoder Decoder(.ALU_FUN_Upper(ALU_FUN_Upper), .Arith_Enable(Arith_Enable), .Logic_Enable(Logic_Enable), .CMP_Enable(CMP_Enable), .SHIFT_Enable(SHIFT_Enable));
    ARITHMETIC_UNIT #(.width(width)) ARITHMETIC_UNIT(.A(A), .B(B), .ALU_FUN_Lower(ALU_FUN_Lower), .Arith_Enable(Arith_Enable), .CLK(CLK), .RST(RST), .Arith_OUT(Arith_OUT), .Carry_OUT(Carry_OUT), .Arith_Flag(Arith_Flag));
    lOGIC_UNIT #(.width(width)) lOGIC_UNIT(.A(A), .B(B), .ALU_FUN_Lower(ALU_FUN_Lower), .Logic_Enable(Logic_Enable), .CLK(CLK), .RST(RST), .Logic_OUT(Logic_OUT), .Logic_Flag(Logic_Flag));
    CMP_UNIT #(.width(width)) CMP_UNIT(.A(A), .B(B), .ALU_FUN_Lower(ALU_FUN_Lower), .CMP_Enable(CMP_Enable), .CLK(CLK), .RST(RST), .CMP_OUT(CMP_OUT), .CMP_Flag(CMP_Flag));
    SHIFT_UNIT #(.width(width)) SHIFT_UNIT(.A(A), .B(B), .ALU_FUN_Lower(ALU_FUN_Lower), .SHIFT_Enable(SHIFT_Enable), .CLK(CLK), .RST(RST), .SHIFT_OUT(SHIFT_OUT), .SHIFT_Flag(SHIFT_Flag));
endmodule
module ARITHMETIC_UNIT #(parameter width = 16)
(
    input wire signed [width-1:0] A, B,
    input wire [1:0] ALU_FUN_Lower,
    input wire Arith_Enable, CLK, RST,
    output reg signed [(width*2)-1:0] Arith_OUT,
    output reg Carry_OUT,
    output reg Arith_Flag
);
    reg [(width*2)-1:0] Arith_OUT_Comb;
    wire Carry_OUT_Comb;
    assign Carry_OUT_Comb = Arith_OUT_Comb[width];
    always @(*) begin
        if (Arith_Enable) begin
            Arith_OUT_Comb = 'b0;
            case (ALU_FUN_Lower)
                2'b00: Arith_OUT_Comb = A + B;
                2'b01: Arith_OUT_Comb = A - B;
                2'b10: Arith_OUT_Comb = A * B;
                2'b11: Arith_OUT_Comb = A / B;
            endcase
        end else begin
            Arith_OUT_Comb = 'b0;
        end
    end
    always @(posedge CLK, negedge RST) begin
        if (!RST) begin
            Arith_OUT <= 'b0;
            Carry_OUT <= 1'b0;
            Arith_Flag <= 1'b0;
        end else begin
            Arith_OUT <= Arith_OUT_Comb;
            Carry_OUT <= Carry_OUT_Comb;
            Arith_Flag <= Arith_Enable;
        end
    end
endmodule
module CMP_UNIT #(parameter width = 16)
(
    input wire [width-1:0] A, B,
    input wire [1:0] ALU_FUN_Lower,
    input wire CMP_Enable, CLK, RST,
    output reg [width-1:0] CMP_OUT,
    output reg CMP_Flag
);
    reg [width-1:0] CMP_OUT_Comb;
    always @(*) begin
        if (CMP_Enable) begin
            CMP_OUT_Comb = 'b0;
            case (ALU_FUN_Lower)
                2'b00: CMP_OUT_Comb = 'b0;
                2'b01: begin
                    if (A == B)
                        CMP_OUT_Comb = 'b1;
                    else
                        CMP_OUT_Comb = 'b0;
                end
                2'b10: begin
                    if (A > B)
                        CMP_OUT_Comb = 'b10;
                    else
                        CMP_OUT_Comb = 'b0;
                end
                2'b11: begin
                    if (A < B)
                        CMP_OUT_Comb = 'b11;
                    else
                        CMP_OUT_Comb = 'b0;
                end
            endcase
        end else begin
            CMP_OUT_Comb = 'b0;
        end
    end
    always @(posedge CLK, negedge RST) begin
        if (!RST) begin
            CMP_OUT <= 'b0;
            CMP_Flag <= 1'b0;
        end else begin
            CMP_OUT <= CMP_OUT_Comb;
            CMP_Flag <= CMP_Enable;
        end
    end
endmodule
module Decoder (
    input wire [1:0] ALU_FUN_Upper,
    output reg Arith_Enable, Logic_Enable, CMP_Enable, SHIFT_Enable
);
    always @(*) begin
        Arith_Enable = 1'b0;
        Logic_Enable = 1'b0;
        CMP_Enable = 1'b0;
        SHIFT_Enable = 1'b0;
        case (ALU_FUN_Upper)
            2'b00: Arith_Enable = 1'b1;
            2'b01: Logic_Enable = 1'b1;
            2'b10: CMP_Enable = 1'b1;
            2'b11: SHIFT_Enable = 1'b1;
        endcase
    end
endmodule
module lOGIC_UNIT #(parameter width = 16)
(
    input wire [width-1:0] A, B,
    input wire [1:0] ALU_FUN_Lower,
    input wire Logic_Enable, CLK, RST,
    output reg [width-1:0] Logic_OUT,
    output reg Logic_Flag
);
    reg [width-1:0] Logic_OUT_Comb;
    always @(*) begin
        if (Logic_Enable) begin
            Logic_OUT_Comb = 'b0;
            case (ALU_FUN_Lower)
                2'b00: Logic_OUT_Comb = A & B;
                2'b01: Logic_OUT_Comb = A | B;
                2'b10: Logic_OUT_Comb = ~(A & B);
                2'b11: Logic_OUT_Comb = ~(A | B);
            endcase
        end else begin
            Logic_OUT_Comb = 'b0;
        end
    end
    always @(posedge CLK, negedge RST) begin
        if (!RST) begin
            Logic_OUT <= 'b0;
            Logic_Flag <= 1'b0;
        end else begin
            Logic_OUT <= Logic_OUT_Comb;
            Logic_Flag <= Logic_Enable;
        end
    end
endmodule
module SHIFT_UNIT #(parameter width = 16)
(
    input wire [width-1:0] A, B,
    input wire [1:0] ALU_FUN_Lower,
    input wire SHIFT_Enable, CLK, RST,
    output reg [width:0] SHIFT_OUT,
    output reg SHIFT_Flag
);
    reg [width:0] SHIFT_OUT_Comb;
    always @(*) begin
        if (SHIFT_Enable) begin
            SHIFT_OUT_Comb = 'b0;
            case (ALU_FUN_Lower)
                2'b00: SHIFT_OUT_Comb = A >> 1;
                2'b01: SHIFT_OUT_Comb = A << 1;
                2'b10: SHIFT_OUT_Comb = B >> 1;
                2'b11: SHIFT_OUT_Comb = B << 1;
            endcase
        end else begin
            SHIFT_OUT_Comb = 'b0;
        end
    end
    always @(posedge CLK, negedge RST) begin
        if (!RST) begin
            SHIFT_OUT <= 'b0;
            SHIFT_Flag <= 1'b0;
        end else begin
            SHIFT_OUT <= SHIFT_OUT_Comb;
            SHIFT_Flag <= SHIFT_Enable;
        end
    end
endmodule
</file>
<file path="flow/run.sh">
#!/bin/bash
# OpenROAD 26Q1-2900-gdf79404cd8, Yosys 0.63+post, stock flow scripts
make -C /OpenROAD-flow-scripts/flow DESIGN_CONFIG=/design/flow/config.mk WORK_HOME=/design/flow/orfs finish
</file>
<file path="flow/config.mk">
export PLATFORM = sky130hd
export DESIGN_NAME = ALU_TOP
export DESIGN_NICKNAME = ALU_TOP
export VERILOG_FILES = /design/flow/design.v
export SDC_FILE = /design/flow/constraint.sdc
export NUM_CORES = 4
export LEC_CHECK = 1
export CORE_UTILIZATION = 30
</file>
<file path="flow/constraint.sdc">
current_design ALU_TOP

set clk_period 1.0
set clk_io_pct 0.2

create_clock -name clk0 -period $clk_period [get_ports {CLK}]

set non_clock_inputs [all_inputs -no_clocks]
set_input_delay [expr $clk_period * $clk_io_pct] -clock clk0 $non_clock_inputs
set_output_delay [expr $clk_period * $clk_io_pct] -clock clk0 [all_outputs]
</file>
==> results.json <==
{
  "arrival_ns": 58.31,
  "grt_overflow": 0,
  "aoi_share_pct": 27.2,
  "status": "finished with violations",
  "cts_sinks": 71,
  "rsz0062_at_grt": "yes",
  "topCellsByArea": "ha_1 (18%), fa_1 (12%), xnor2_1 (6.2%), nand2_1 (5.3%), a21oi_1 (4.9%)",
  "fmax_mhz": 17.2,
  "path_common_cell": "buf_4",
  "grt_first_pass_wirelength_mm": 328,
  "syn_to_final_growth_pct": 74.3,
  "netlist_area_sq_um": 44800,
  "yosys.area_share.simple_pct": 20.7,
  "via_per_inst": 5.20,
  "synth_top_area_share_pct": 18.5,
  "warnings": 64,
  "yosysUniqueCellTypes": 108,
  "grt_max_degree": 39,
  "vias": 56800,
  "postSynthSeqShare_pct": 3.96,
  "hold_viol": 71,
  "hold_class": "in2async",
  "wl_per_cell_um": 19.9,
  "yosysTopAreaCell": "ha_1",
  "grt_pass1_vias": 55300,
  "cts_buffer_depth": 2,
  "ys_chip_area_sq_um": 44800,
  "cp_data_required_time_ns": 1.26,
  "start_kind": "input pin",
  "numSynthFlops": 71,
  "fp_util_pct": 30.3,
  "gp_congestion": 1.03,
  "slew_headroom_pct": 37.8,
  "cts_buffers": 9,
  "async_flop_share_pct": 100,
  "max_cap_viol_count": 0,
  "ys.flop_type": "dfrtp_1",
  "ys_cells": 6055,
  "syn-instance-count": 6055,
  "chipArea_sq_um": 151000,
  "finalSetupTns_ns": -1835.35,
  "fillers": 13000,
  "worst_slack_ns": -57.06,
  "ys_sh_xor_pct": 8.79,
  "drive_gt1_share_pct": 45.4,
  "path_delay_family": "AND-OR/OR-AND gates",
  "cp_max_fo": 12,
  "first_iter_violations": 3260,
  "cts_root_buffer": "clkbuf_16",
  "hold_ws_ns": -0.185,
  "remaining_drc_errors": 0,
  "cts_tree": "done",
  "synth.cells.most_frequent": "ha_1 (662), nand2_1 (627), nor2_1 (566), inv_1 (478), a21oi_1 (439)",
  "antenna_found_initial": 2,
  "setup_viol": 140,
  "grt_util_met1_pct": 39.9,
  "io_pins": 124,
  "htreeDepth": 3,
  "violations": "hold timing, setup timing",
  "grt_usage_pct": 28.7,
  "port_buffers": 109,
  "synth-warning-count": 5,
  "synthMuxAreaShare_pct": 2.84,
  "critPathMaxStageDelay_ns": 0.56,
  "drv_slew": 0,
  "edf_count": 0,
  "crit_path_end_kind": "flop",
  "yosysMostFrequentCell": "ha_1",
  "synth-adder-area-share_pct": 30.3,
  "routed_wl_mm": 217,
  "preCtsSetupSlack_ns": -62.72,
  "crit_buf_inv": 59,
  "die_x_um": 389,
  "critPathSlowestCell": "or4_4",
  "post-route-util_pct": 52.8,
  "path_class": "in2reg",
  "dp.final_hpwl_mm": 175,
  "logic_family": "adder cells",
  "period_needed_ns": 58.06,
  "finalClockPeriodUsage_pct": 5810,
  "postSynthAreaPerCell_sq_um": 7.40,
  "rows": 141,
  "postRouteAntennaNets": 0,
  "tightest_slew_ns": 0.923,
  "use_met3_pct": 6.30,
  "first_pass_iters": 5,
  "top_usage_layer": "met2",
  "clkSlewWorstSetupHoldPaths_ns": 0.07,
  "use_met2_pct": 45.1,
  "coreArea_sq_um": 148000,
  "die_h_um": 389
}
==> what timing repair did <==
| action | 4_1_cts | 5_1_grt |
|---|---|---|
| setup endpoints to repair | 140 | 140 |
| setup buffers | 289 | 115 |
| pin swaps | 412 | 345 |
| gates cloned | 5 | 1 |
| endpoints found under the hold margin | 71 | 71 |
| gates resized | 1094 | 481 |
==> path summary, 6_finish.rpt <==
path | startpoint | to | cells after the start
max | B[7] | ARITHMETIC_UNIT.Arith_OUT[27] | 299
min in group clk0 | ALU_FUN[1] | ARITHMETIC_UNIT.Arith_OUT[30] | 4
min | RST | ARITHMETIC_UNIT.Arith_OUT[17] | 2
max in group asynchronous | RST | ARITHMETIC_UNIT.Arith_Flag | 2
==> area by class of cell <==
class | instances | area, sq um | area share (%)
Antenna cell | 2 | 5.00 | 0.00641
Clock buffer | 9 | 225 | 0.288
Clock inverter | 7 | 77.6 | 0.0993
Inverter | 494 | 1960 | 2.51
Multi-Input combinational cell | 5433 | 47700 | 61.1
Sequential cell | 71 | 1780 | 2.28
Tap cell | 1930 | 2410 | 3.09
Timing Repair Buffer | 2969 | 23900 | 30.6
==> state kept, by name, summed over array words and instances, names as in the netlist <==
signal	cells
lOGIC_UNIT.Logic_Flag	1
SHIFT_UNIT.SHIFT_OUT	17
CMP_UNIT.CMP_OUT	2
CMP_UNIT.CMP_Flag	1
ARITHMETIC_UNIT.Arith_Flag	1
ARITHMETIC_UNIT.Arith_OUT	32
lOGIC_UNIT.Logic_OUT	16
SHIFT_UNIT.SHIFT_Flag	1
==> stage by stage <==
step / instances / cell area [sq um]
2_1_floorplan: 6219 / 48400
3_5_place_dp: 10500 / 68800
4_1_cts: 10800 / 75500
5_1_grt: 10900 / 78100
3_3_place_gp: 10500 / 68800
6_report: 10900 / 78100
==> cell families (layout without fill, tap and decap cells) <==
kind of cell    after synthesis  in the layout
mux                         104            104
flops                        71             71
compound gates             1813           1814
simple gates               1973           1973
buf+inv                     716           3479
fa+ha+maj                   926            926
other cells                   2            168
xor+xnor                    450            450
==> cells in the final DEF, fill, tap and decap left out, types with 48 or more instances in the layout <==
master    instances
buf_4          2629
nand2_1         572
ha_1            521
nor2_1          505
inv_1           443
a21oi_1         306
xnor2_1         286
fa_1            264
o21ai_0         204
a21o_1          195
conb_1          166
buf_6           144
xor2_1          128
nor3_1          123
ha_4            123
a21oi_2         103
o21a_1           97
nand3_1          92
buf_12           72
dfrtp_1          68
o21ai_1          66
nand2b_1         64
o211ai_1         62
a31oi_1          54
o21ai_2          54
nand4_1          52
and2_1           50
or3_1            48
==> per-layer routing <==
metal	vias to the layer above	wire [um]
met3	362	16200
met2	1772	96200
met4	0	8270
met1	27000	96000
met5	-	0
li1	27600	-
