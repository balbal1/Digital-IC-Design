File: ./run.sh
#!/bin/bash
# OpenROAD 26Q1-2900-gdf79404cd8, Yosys 0.63+post, stock flow scripts
make -C /OpenROAD-flow-scripts/flow DESIGN_CONFIG=/design/flow/config.mk WORK_HOME=/design/flow/orfs finish
File: ./config.mk
export PLATFORM = sky130hd
export DESIGN_NAME = counter
export DESIGN_NICKNAME = counter
export VERILOG_FILES = /design/flow/design.v
export SDC_FILE = /design/flow/constraint.sdc
export NUM_CORES = 4
export LEC_CHECK = 1
export CORE_AREA = 10 10 70 70
export DIE_AREA = 0 0 80 80
File: ./constraint.sdc
current_design counter

set clk_period 3.1
set clk_io_pct 0.2

create_clock -name clk0 -period $clk_period [get_ports {CLK}]

set non_clock_inputs [all_inputs -no_clocks]
set_input_delay [expr $clk_period * $clk_io_pct] -clock clk0 $non_clock_inputs
set_output_delay [expr $clk_period * $clk_io_pct] -clock clk0 [all_outputs]
File: ./design.v
module counter (
    input wire Load, Up, Down, CLK,
    input wire [4:0] IN,
    output wire High, Low,
    output reg [4:0] Counter
);
    reg [4:0] mux_out = 5'b00000;
    always @(*) begin
        if (Load == 1'b1) begin
            mux_out = IN;
        end else if (Down == 1'b1 && !Low) begin
            mux_out = Counter - 1'b1;
        end else if (Up == 1'b1 && !High) begin
            mux_out = Counter + 1'b1;
        end else begin
            mux_out = Counter;
        end
    end
    always @(posedge CLK) begin
        Counter = mux_out;
    end
    assign High = (Counter == 5'b11111);
    assign Low = (Counter == 5'b00000);
endmodule
==> qor.csv <==
metric;value;unit
status;completed;
Min Hold Slack;0.770;ns
hold path startpoint;Counter[0];
gr ovfl total;0;
# clock sinks;5;
flip-flop count of the largest register after layout;5;
overall routing resource usage;3.33;%
layout cells sized above 1;11.1;%
fill count;388;
critical path's slowest cell;or4_1;
worst path cell trace;or4_1 -> nor2_2 -> nor2b_1 -> fa_1 -> a21o_1 -> a21oi_1 -> xnor2_1 -> mux2_2;
Slew headroom;73.0;%
CP arrival;2.60;ns
Post-CTS Setup Bufs;0;
PnR Total Power;0.368;mW
Final Hold Viols;0;
Mapped Cells;36;
LEAKAGE;0.227;nW
Critical Path Source Type;flip-flop;
Via Count;334;
VDD IR max;226;µV
fmax;383;MHz
Critical path buffers and inverters;0;
Routed Wire Length;1.01;mm
crit-path max cell delay;0.56;ns
hold path endpoint;Counter[0];
Log Warnings;25;
I/O Pins;16;
CP delay by family, top;simple AND/OR/NAND/NOR gates;
FP Rows;21;
Cell Pwr Density;603;mW/mm²
fp util;11.1;%
yosys warns;1;
MI comb area;223;µm²
H-tree level count;1;
hold path depth;1;
DRT antenna net count;0;
cell taking the most area after synthesis;edfxtp_1;
CTS resizes;0;
RSZ-0062 raised after global routing;no;
Worst-Margin Slew;0.404;ns
initial antenna violation count;0;
kind of critical path;flip-flop to flip-flop;
gp weighted congestion;0.733;
die x size;80;µm
Util after Layout;17.9;%
Die Height;80;µm
Cell area leaders;edfxtp_1 39%, ha_1 9.9%, mux2_2 5.9%;
vias in the first global route;359;
first-pass GRT wire length;1.69;mm
per-cell routed wire length;10.1;µm
CTS tree;yes;
Post-DP Area;584;µm²
FF-to-FF Start;Counter[2];
clock-pin slew on the worst setup and hold paths;0.04;ns
DRC;0;
Reg2Reg Setup Slack;0.49;ns
Seq. cell area;150;µm²
syn avg cell area;10.6;µm²
critical path fanouts, max;5;
CTS root buf;clkbuf_4;
Hold Path Class;flip-flop to flip-flop;
min Tclk post-route;2.61;ns
port buffer count;15;
Critical Path RT;3.09;ns
post-route setup TNS;0;ns
ant diodes;0;
CTS buffer count;3;
die area;0.00640;mm²
YS chip area;380;µm²
Setup crit end kind;flip-flop;
Slew Viols, Final;0;
Crit Reg-Reg Endpoint;Counter[4];
crit share post-route;84.3;%
final setup fails;0;
cts hold-fix bufs;0;
Vias per Instance;3.34;
Post-synth seq share;39.5;%
Post-Route Skew;0.00345;ns
post-synthesis cell count from yosys;36;
top area contributor share;39.5;%
clock latency on the worst-skew pair;0.24;ns
largest net degree at the start of global routing;10;
Core Box Area;0.00342;mm²
post-layout instance area;611;µm²
Iteration-0 DRC Markers;3;
area delta synth->final;60.5;%
clk buf depth;2;
FF-to-FF path depth;8;
drt first pass iters;3;
distinct lib cells;20;
cell area after synthesis;380;µm²
Synth flops;5;
Max Cap Viol;0;
## layer usage
metal | track usage (%) | vias to the layer above | part of all wire, %
met3 | 2.73 | 0 | 13
li1 | - | 170 | -
met4 | 0 | 0 | 0
met5 | 0 | - | 0
met1 | 4.34 | 150 | 46
met2 | 4.41 | 14 | 41
## how the worst max path moves through the flow
stage,startpoint,endpoint,slack [ns],cells after the start
after CTS,Counter[2],Counter[4],0.47,8
after global routing,Counter[0],Counter[4],0.33,8
final,Counter[2],Counter[4],0.49,8
## worst reg2reg max path: stages (launching register included)
cell and delay [ns]:
edfxtp_1 0.45, or4_1 0.56, nor2_2 0.12, nor2b_1 0.12, fa_1 0.42, a21o_1 0.19, a21oi_1 0.16, xnor2_1 0.08
mux2_2 0.26
## through the flow
stage | setup WS, ns | std cells
after global routing | 0.327 | 100
after CTS | 0.470 | 100
after global placement | 0.376 | 96
final | 0.486 | 100
after detailed placement | 0.326 | 96
after floorplan | 0.678 | 36
## logic make-up (layout without fill, tap and decap cells)
kind of cell	after synthesis	after routing	synth area share (%)
simple gates	10	10	13.8
compound gates	9	9	14.1
flops	5	5	39.5
fa+ha+maj	4	4	15.1
xor+xnor	3	3	6.91
mux	3	3	8.55
buf+inv	2	20	1.97
## synthesized netlist by cell type
library cell and number:
a21o_1 2, a21oi_1 2, clkbuf_1 1, edfxtp_1 5, fa_1 1, ha_1 3, inv_1 1, mux2_2 2
mux2i_1 1, nand2_1 4, nand3_1 1, nor2_1 1, nor2_2 1, nor2b_1 1, o21ai_0 4, o41ai_1 1
or3b_1 1, or4_1 1, xnor2_1 2, xor2_1 1
## cell usage in the layout, fill, tap and decap left out, types with 2 or more instances in the layout
master	n
edfxtp_1	5
ha_1	3
clkbuf_4	3
o21ai_0	4
nand2_1	4
clkdlybuf4s50_1	15
xnor2_1	2
a21o_1	2
mux2_2	2
a21oi_1	2
## power by group
part | switching [mW] | internal [mW] | total (mW)
clock | 0.0243 | 0.0485 | 0.0728
sequential | 0.0316 | 0.104 | 0.136
combinational | 0.0565 | 0.103 | 0.159
total | 0.112 | 0.256 | 0.368
## area by class of cell
cell class	instances	area share, %
Timing Repair Buffer	15	24.6
Tap cell	46	9.43
Clock buffer	4	4.30
Multi-Input combinational cell	29	36.5
Inverter	1	0.615
Sequential cell	5	24.6
Power figures rest on the tool's default switching activity, not on a simulated workload.
