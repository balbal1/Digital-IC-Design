## /design/flow/run.sh

```bash
#!/bin/bash
# OpenROAD 26Q1-2900-gdf79404cd8, Yosys 0.63+post, stock flow scripts
make -C /OpenROAD-flow-scripts/flow DESIGN_CONFIG=/design/flow/config.mk WORK_HOME=/design/flow/orfs finish
```

## /design/flow/config.mk

```make
export PLATFORM = sky130hd
export DESIGN_NAME = LSFR
export DESIGN_NICKNAME = LSFR
export VERILOG_FILES = /design/flow/design.v
export SDC_FILE = /design/flow/constraint.sdc
export NUM_CORES = 4
export LEC_CHECK = 1
export CORE_AREA = 10 10 70 70
export DIE_AREA = 0 0 80 80
```

## /design/flow/constraint.sdc

```tcl
current_design LSFR

set clk_period 1.4
set clk_io_pct 0.2

create_clock -name clk0 -period $clk_period [get_ports {CLK}]

set non_clock_inputs [all_inputs -no_clocks]
set_input_delay [expr $clk_period * $clk_io_pct] -clock clk0 $non_clock_inputs
set_output_delay [expr $clk_period * $clk_io_pct] -clock clk0 [all_outputs]
```

## /design/flow/design.v

```verilog
module LSFR (
    input wire DATA, ACTIVE, CLK, RST,
    output wire Valid,
    output reg CRC
);
    reg [7:0] register, register_comb;
    reg CRC_comb;
    integer i;
    parameter taps = 8'b01000100;
    assign Valid =  RST ? ~ACTIVE : 1'b0;
    always @(posedge CLK, negedge RST) begin
        if (!RST) begin
            register <= 8'hD8;
            CRC <= 1'b0;
        end else begin
            register <= register_comb;
            CRC <= CRC_comb;
        end
    end
    always @(*) begin
        if (ACTIVE) begin
            CRC_comb = 1'b0;
            register_comb[7] = register[0] ^ DATA;
            for (i = 0; i < 7; i = i + 1) begin
                if (taps[i] == 1'b1)
                    register_comb[i] = register[i+1] ^ register_comb[7];
                else
                    register_comb[i] = register[i+1];
            end
        end else begin
            {register_comb[6:0], CRC_comb} = register;
        end
    end
endmodule
```

==> notes.org <==
* Flow results

** Status
- Outcome :: completed

** Power
- For this design the ratio of total power to cell area is ~1800 nW/um^2.
- Per the power-grid run, VDD falls by no more than 0.0003545 V.
- Clock power share :: around 25%
- Leakage :: 0.1769 nW
- The switching component of the power was reported as 0.0001757 W.
- The switching portion of total power comes to a little under a quarter.
- Share of total power in sequential cells :: between 60 and 70%
- Cell Int Power :: about 0.00060 W
- Combinational logic is responsible for between 10% and 20% of the overall power.
- Post-layout total power :: ~0.00077 W

** Die
- According to the floorplan log, the row count is 21.
- The die is ~80 um wide.
- The floorplan step defined a die boundary enclosing 6400 sq um.
- Floorplan die height :: ~80 um
- 6 I/O pins were placed.
- The initial utilization of the core area, before any placement, comes to 8.498%.
- The total area inside the core boundary comes to roughly 3400 sq um.

** Route
- Via total after detailed routing :: approximately 140
- Number of nets with antenna violations after routing :: 0
- Drt via density :: about 2.0
- Number of detailed-routing iterations run before antenna repair :: 2
- Met1 WL :: about 210 um
- Total met3 wirelength after detailed routing :: 54 um
- Summed over all nets, wire length on met2 after detailed routing comes to around 170 um.
- For this sky-water flow run, the detailed-routed wirelength per cell is reported as 5.973 um.
- DRC violation count after routing :: 0
- In the routed netlist, the antenna diode instances number 0.
- Routed WL :: between 400 and 500 um
- Max layer used :: met3
- Detailed-route iteration 0 reported a violation count of 9.

** Place
- The pre-CTS setup check shows a worst slack of -0.2763 ns.
- Port Buf Inserts :: 5
- Number of placed instances with taps included :: 69
- GPL Wtd Cong :: ~0.74

** Worst setup path
- Startpoint Class :: register
- The longest incremental delay of any stage on the critical path is reported as 0.45 ns.
- STA classifies the critical path endpoint as a primary output.
- The report lists the cells along the critical path as clkdlybuf4s50_1.
- For the worst setup path, the data required time is roughly 1.1 ns.
- Data on the critical path arrives at its endpoint at between 1 and 1.5 ns.
- Looking at the setup timing report, the critical path kind is register to primary output.
- Of all nets on the critical path, the largest fanout is 1.
- The slowest stage of the critical path is the sky130_fd_sc_hd__clkdlybuf4s50_1 cell.
- The timing report notes that buffer and inverter cells on the critical path total 1.
- Cell family with the largest share of critical-path delay :: buffers and inverters

** Hold path
- Classification of the worst-slack hold path :: primary input to asynchronous set/reset pin

** Clock network
- In this run, CTS created clock tree buffers numbering 3.
- As reported, the later end of the worst-skew pair has a clock insertion delay of roughly 0.26 ns.
- The number of setup buffers added after CTS is 0.
- On the reported timing paths, the clock transition at the registers reads 0.06 ns.
- CTS tree :: done
- Maximum number of buffers from clock root to sink :: 2
- Buffer cell driving the clock tree root :: sky130_fd_sc_hd__clkbuf_4
- In this run the number of H-tree levels came out at 1.

** Logic synthesis
- The main area contributors are sky130_fd_sc_hd__dfrtp_1 (43%), sky130_fd_sc_hd__dfstp_2 (36%), sky130_fd_sc_hd__xnor2_1 (6.0%).
- Synthesis produced 16 cells.
- Library cell with the highest instance count after synthesis :: sky130_fd_sc_hd__dfrtp_1
- The synthesis report names the predominant flop master as sky130_fd_sc_hd__dfrtp_1.
- Total cell area reported by yosys after synthesis :: 290.3 sq um
- After synthesis, the most frequently instantiated cells are sky130_fd_sc_hd__dfrtp_1 (5), sky130_fd_sc_hd__dfstp_2 (4), sky130_fd_sc_hd__nor2b_1 (2), sky130_fd_sc_hd__xnor2_1 (2).
- The synthesis stat section lists a flop and latch total of 10.
- Proportion of synthesized flip-flops having asynchronous set or reset :: between 90% and 100%
- A synthesized cell averages ~18 sq um.
- Area of the mapped netlist :: 290.3 sq um
- The number of cells reported by Yosys stat comes to 16.
- Total of warnings raised by yosys :: 1
- The largest total area in the synthesized netlist belongs to sky130_fd_sc_hd__dfrtp_1.
- The post-synth count of flops with an enable pin is 0.
- Count of cell types in the netlist :: 7
- The synthesized design devotes to its leading area cell type between 40% and 50% of total area.

** Flow run
- Total of max-cap violations :: 0
- OpenROAD warning count :: 25

** Global route
- Entering global routing, the biggest net connects 10 pins.
- Summed over all layers, the global routing overflow is 0.
- The global routing report lists combined usage of all routing layers as 1.539%.
- The number of global-route vias before repair is between 150 and 200.
- Antenna violations before repair :: 0
- The first global-routing pass estimated slightly below 800 um of wire.

** Final timing
- Minimum hold slack :: 0.05714 ns
- The flow reports an fmax of 763.5 MHz.
- For the pin with the worst max-slew slack, the measured transition is about 0.19 ns.
- Register pins left without a clock :: 1
- Final worst-path setup slack :: between 0.09 and 0.1 ns
- Unrepaired setup endpoints after global routing :: no
- Count of endpoints without a timing constraint :: 2
- Number of hold violations in the final report :: 0
- The clock arrives with 0.005503 ns of skew.
- Cycle use final :: between 90 and 100%
- Worst-case headroom to the max-slew limit :: between 80 and 90%
- Final-report setup violation count :: 0
- Max Slew Vio Count :: 0
- Post-route minimum period :: approximately 1.3 ns

** Layout
- From synthesis to final layout, the design area changed by 50.86%.
- Leaving out filler cells and counting taps, the final layout contains between 70 and 80.
- Filler cells :: 397
- Of the cells placed in the final design, the portion with a size suffix greater than 1 is between 40 and 50%.
per-layer routing:
layer | global-route usage [%] | vias to the layer above
met3 | 1.023 | 0
met5 | 0 | -
met1 | 2.171 | 67
li1 | - | 71
met4 | 0.3521 | 0
met2 | 1.846 | 5
metrics by stage:
stage          TNS [ns]  utilization [%]  cell area, sq um
6_report              0            12.82             437.9
5_1_grt               0            12.82             437.9
4_1_cts               0            12.82             437.9
3_5_place_dp    -0.2763            12.09             412.9
3_3_place_gp    -0.2779            12.09             412.9
2_1_floorplan         0                -             290.3
cell type report:
type                       count  area, sq um  share of cell area [%]
sequential                    10        245.2                   56.00
timing repair buffer           7        62.56                   14.29
tap                           46        57.56                   13.14
multi-input combinational      6        45.04                   10.29
clock buffer                   3        22.52                   5.143
clock inverter                 1        5.005                   1.143
power groups by stage:
stage	Combinational, W	Sequential, W	Clock, W
5_1_grt	0.000119	0.000492	0.000224
4_1_cts	0.000108	0.000479	0.000201
6_report	0.000105	0.000477	0.000193
cell usage in the layout (no fill, tap or decap):
cell type,Yosys,layout
sky130_fd_sc_hd__xor2_1,1,1
sky130_fd_sc_hd__dlxtp_1,1,1
sky130_fd_sc_hd__clkbuf_4,0,3
sky130_fd_sc_hd__buf_4,0,2
sky130_fd_sc_hd__clkdlybuf4s15_1,0,1
sky130_fd_sc_hd__xnor2_1,2,2
sky130_fd_sc_hd__clkdlybuf4s50_1,0,2
sky130_fd_sc_hd__nor2b_1,2,2
sky130_fd_sc_hd__dfrtp_1,5,5
sky130_fd_sc_hd__dlygate4sd2_1,0,2
sky130_fd_sc_hd__nand2_2,1,1
sky130_fd_sc_hd__clkinv_2,0,1
sky130_fd_sc_hd__dfstp_2,4,4
path summary, 6_finish.rpt:
kind,cells after the start,startpoint,slack (ns),to
worst max register to register,3,register[0],0.44,register[2]
min in group clk0,0,register[1],0.35,register[0]
worst min register to register,0,register[1],0.35,register[0]
worst max-delay path,1,CRC,0.09,CRC
worst min-delay path,2,RST,0.06,register[5]
max in group asynchronous,2,RST,1.13,register[3]
timing repair:
action	4_1_cts	5_1_grt
hold endpoints to repair	0	0
resized	4	0
hold buffers	0	0
endpoints found under the setup margin	1	0
state kept, by name, indices dropped and copies added, names as in the netlist:
register / count
register_comb: 1
register: 8
CRC: 1
cells by family (layout without fill, tap and decap cells):
| group | Yosys count | count (layout) | synth area share [%] |
|---|---|---|---|
| DFF | 9 | 9 | 79.31 |
| xor gates and xnor gates | 3 | 3 | 9.053 |
| and+or+nand+nor | 3 | 3 | 6.466 |
| latches | 1 | 1 | 5.171 |
| buffers and inverters | 0 | 11 | 0 |
Power and IR drop assume default switching activity.
